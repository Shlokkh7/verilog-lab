===== design/flow/config.mk =====
export PLATFORM = sky130hd
export DESIGN_NAME = array_multiplier_8bit
export DESIGN_NICKNAME = array_multiplier_8bit
export VERILOG_FILES = /design/flow/design.v
export SDC_FILE = /design/flow/constraint.sdc
export NUM_CORES = 4
export LEC_CHECK = 1
export CORE_UTILIZATION = 50

===== design/flow/constraint.sdc =====
current_design array_multiplier_8bit

set clk_period 9.7
set clk_io_pct 0.2

create_clock -name clk0 -period $clk_period

set non_clock_inputs [all_inputs -no_clocks]
set_input_delay [expr $clk_period * $clk_io_pct] -clock clk0 $non_clock_inputs
set_output_delay [expr $clk_period * $clk_io_pct] -clock clk0 [all_outputs]

===== design/flow/design.v =====
`timescale 1ns / 1ps
module fa_structural(
    input x, y, cin,
    output s, cout
    );
    wire s1, a0, a1;
    xor X0 (s1, x, y);
    xor X1 (s , s1, cin);
    and A0 (a0, s1, cin);
    and A1 (a1, x, y);
    or O0 (cout, a0, a1);
endmodule
`timescale 1ns / 1ps
module half_adder_beh(
    input x, y,
    output reg s, c
    );
    always @(x, y)
    begin
        s = x ^ y;
        if (x & y)
        begin
            c = 1'b1;
        end 
        else
        begin
            c = 1'b0;
        end
    end
endmodule
`timescale 1ns / 1ps
module array_multiplier_8bit(
    input [7:0] a, b,
    output [15:0] z
    );
    wire [55:0] s, c;
    half_adder_beh HA0 (.x(a[1] & b[0]), .y(a[0] & b[1]), .s(s[0]), .c(c[0]));
    half_adder_beh HA1 (.x(a[2] & b[0]), .y(a[1] & b[1]), .s(s[1]), .c(c[1]));
    half_adder_beh HA2 (.x(a[3] & b[0]), .y(a[2] & b[1]), .s(s[2]), .c(c[2]));
    half_adder_beh HA3 (.x(a[4] & b[0]), .y(a[3] & b[1]), .s(s[3]), .c(c[3]));
    half_adder_beh HA4 (.x(a[5] & b[0]), .y(a[4] & b[1]), .s(s[4]), .c(c[4]));
    half_adder_beh HA5 (.x(a[6] & b[0]), .y(a[5] & b[1]), .s(s[5]), .c(c[5]));
    half_adder_beh HA6 (.x(a[7] & b[0]), .y(a[6] & b[1]), .s(s[6]), .c(c[6]));
    half_adder_beh HA7 (.x(s[43]), .y(c[42]), .s(s[49]), .c(c[49]));
    fa_structural FA0 (.x(s[1]), .y(a[0] & b[2]), .cin(c[0]), .s(s[7]), .cout(c[7]));
    fa_structural FA1 (.x(s[2]), .y(a[1] & b[2]), .cin(c[1]), .s(s[8]), .cout(c[8]));
    fa_structural FA2 (.x(s[3]), .y(a[2] & b[2]), .cin(c[2]), .s(s[9]), .cout(c[9]));
    fa_structural FA3 (.x(s[4]), .y(a[3] & b[2]), .cin(c[3]), .s(s[10]), .cout(c[10]));
    fa_structural FA4 (.x(s[5]), .y(a[4] & b[2]), .cin(c[4]), .s(s[11]), .cout(c[11]));
    fa_structural FA5 (.x(s[6]), .y(a[5] & b[2]), .cin(c[5]), .s(s[12]), .cout(c[12]));
    fa_structural FA6 (.x(a[7] & b[1]), .y(a[6] & b[2]), .cin(c[6]), .s(s[13]), .cout(c[13]));
    fa_structural FA7 (.x(s[8]), .y(a[0] & b[3]), .cin(c[7]), .s(s[14]), .cout(c[14]));
    fa_structural FA8 (.x(s[9]), .y(a[1] & b[3]), .cin(c[8]), .s(s[15]), .cout(c[15]));
    fa_structural FA9 (.x(s[10]), .y(a[2] & b[3]), .cin(c[9]), .s(s[16]), .cout(c[16]));
    fa_structural FA10 (.x(s[11]), .y(a[3] & b[3]), .cin(c[10]), .s(s[17]), .cout(c[17]));
    fa_structural FA11 (.x(s[12]), .y(a[4] & b[3]), .cin(c[11]), .s(s[18]), .cout(c[18]));
    fa_structural FA12 (.x(s[13]), .y(a[5] & b[3]), .cin(c[12]), .s(s[19]), .cout(c[19]));
    fa_structural FA13 (.x(a[7] & b[2]), .y(a[6] & b[3]), .cin(c[13]), .s(s[20]), .cout(c[20]));
    fa_structural FA14 (.x(s[15]), .y(a[0] & b[4]), .cin(c[14]), .s(s[21]), .cout(c[21]));
    fa_structural FA15 (.x(s[16]), .y(a[1] & b[4]), .cin(c[15]), .s(s[22]), .cout(c[22]));
    fa_structural FA16 (.x(s[17]), .y(a[2] & b[4]), .cin(c[16]), .s(s[23]), .cout(c[23]));
    fa_structural FA17 (.x(s[18]), .y(a[3] & b[4]), .cin(c[17]), .s(s[24]), .cout(c[24]));
    fa_structural FA18 (.x(s[19]), .y(a[4] & b[4]), .cin(c[18]), .s(s[25]), .cout(c[25]));
    fa_structural FA19 (.x(s[20]), .y(a[5] & b[4]), .cin(c[19]), .s(s[26]), .cout(c[26]));
    fa_structural FA20 (.x(a[7] & b[3]), .y(a[6] & b[4]), .cin(c[20]), .s(s[27]), .cout(c[27]));
    fa_structural FA21 (.x(s[22]), .y(a[0] & b[5]), .cin(c[21]), .s(s[28]), .cout(c[28]));
    fa_structural FA22 (.x(s[23]), .y(a[1] & b[5]), .cin(c[22]), .s(s[29]), .cout(c[29]));
    fa_structural FA23 (.x(s[24]), .y(a[2] & b[5]), .cin(c[23]), .s(s[30]), .cout(c[30]));
    fa_structural FA24 (.x(s[25]), .y(a[3] & b[5]), .cin(c[24]), .s(s[31]), .cout(c[31]));
    fa_structural FA25 (.x(s[26]), .y(a[4] & b[5]), .cin(c[25]), .s(s[32]), .cout(c[32]));
    fa_structural FA26 (.x(s[27]), .y(a[5] & b[5]), .cin(c[26]), .s(s[33]), .cout(c[33]));
    fa_structural FA27 (.x(a[7] & b[4]), .y(a[6] & b[5]), .cin(c[27]), .s(s[34]), .cout(c[34]));
    fa_structural FA28 (.x(s[29]), .y(a[0] & b[6]), .cin(c[28]), .s(s[35]), .cout(c[35]));
    fa_structural FA29 (.x(s[30]), .y(a[1] & b[6]), .cin(c[29]), .s(s[36]), .cout(c[36]));
    fa_structural FA30 (.x(s[31]), .y(a[2] & b[6]), .cin(c[30]), .s(s[37]), .cout(c[37]));
    fa_structural FA31 (.x(s[32]), .y(a[3] & b[6]), .cin(c[31]), .s(s[38]), .cout(c[38]));
    fa_structural FA32 (.x(s[33]), .y(a[4] & b[6]), .cin(c[32]), .s(s[39]), .cout(c[39]));
    fa_structural FA33 (.x(s[34]), .y(a[5] & b[6]), .cin(c[33]), .s(s[40]), .cout(c[40]));
    fa_structural FA34 (.x(a[7] & b[5]), .y(a[6] & b[6]), .cin(c[34]), .s(s[41]), .cout(c[41]));
    fa_structural FA35 (.x(s[36]), .y(a[0] & b[7]), .cin(c[35]), .s(s[42]), .cout(c[42]));
    fa_structural FA36 (.x(s[37]), .y(a[1] & b[7]), .cin(c[36]), .s(s[43]), .cout(c[43]));
    fa_structural FA37 (.x(s[38]), .y(a[2] & b[7]), .cin(c[37]), .s(s[44]), .cout(c[44]));
    fa_structural FA38 (.x(s[39]), .y(a[3] & b[7]), .cin(c[38]), .s(s[45]), .cout(c[45]));
    fa_structural FA39 (.x(s[40]), .y(a[4] & b[7]), .cin(c[39]), .s(s[46]), .cout(c[46]));
    fa_structural FA40 (.x(s[41]), .y(a[5] & b[7]), .cin(c[40]), .s(s[47]), .cout(c[47]));
    fa_structural FA41 (.x(a[7] & b[6]), .y(a[6] & b[7]), .cin(c[41]), .s(s[48]), .cout(c[48]));
    fa_structural FA42 (.x(s[44]), .y(c[49]), .cin(c[43]), .s(s[50]), .cout(c[50]));
    fa_structural FA43 (.x(s[45]), .y(c[50]), .cin(c[44]), .s(s[51]), .cout(c[51]));
    fa_structural FA44 (.x(s[46]), .y(c[51]), .cin(c[45]), .s(s[52]), .cout(c[52]));
    fa_structural FA45 (.x(s[47]), .y(c[52]), .cin(c[46]), .s(s[53]), .cout(c[53]));
    fa_structural FA46 (.x(s[48]), .y(c[53]), .cin(c[47]), .s(s[54]), .cout(c[54]));
    fa_structural FA47 (.x(a[7] & b[7]), .y(c[54]), .cin(c[48]), .s(s[55]), .cout(c[55]));
    assign z[0] = a[0] & b[0];
    assign z[1] = s[0];
    assign z[2] = s[7];
    assign z[3] = s[14];
    assign z[4] = s[21];
    assign z[5] = s[28];
    assign z[6] = s[35];
    assign z[7] = s[42];
    assign z[8] = s[49];
    assign z[9] = s[50];
    assign z[10] = s[51];
    assign z[11] = s[52];
    assign z[12] = s[53];
    assign z[13] = s[54];
    assign z[14] = s[55];
    assign z[15] = c[55];
endmodule

===== design/flow/run.sh =====
#!/bin/bash
# OpenROAD 26Q1-2900-gdf79404cd8, Yosys 0.63+post, stock flow scripts
make -C /OpenROAD-flow-scripts/flow DESIGN_CONFIG=/design/flow/config.mk WORK_HOME=/design/flow/orfs finish

==> results.ini <==
[place]
gp_congestion=0.810
dp.cells=258
port_buffers=32
hpwl_mm=2.25

[route]
ant_nets=0
drc=0
vias=1150
wl_per_cell_um=9.08
antenna_cells=0
first_iter_violations=13
drt-vias-per-instance=4.41
drt_wl_total_mm=2.37
drtPass1Iterations=2

[synthesis]
ys_area_um2=1710
yosysWarnings=1
yosysMostFrequentCell=inv_1
synth_area_leader_cell=fa_1
synthTopCellsByArea=fa_1 (56%), and2_1 (15%), inv_1 (11%), buf_4 (6.6%), ha_1 (5.8%)
seq_area_frac_synth_pct=0
avgSynthCellArea_um2=9.27
top_cells_by_count=inv_1 (49), fa_1 (48), and2_1 (42), nand2_1 (22), buf_4 (15)
ys_cells=185
syn_area_um2=1710
syn_inst=185
ys_types=7
top_cell_area_share_pct=56.1

[cells_and_area]
seq_cells=0
fin_util_pct=67.5
final_cells=261
clkbuf_count=0
area_growth_pct=24.1
flop_area_um2=0
post_route_cells_drive_above_1_share_pct=24.9

[worst_setup_path]
cpMostUsedCell=fa_2
cp_slowest_cell=fa_2
max_stage_delay_ns=0.57
start_kind=input port
crit_chain=buf_8 > and2_4 > ha_4 > inv_2 > fa_2 > inv_2 > fa_2 > fa_2 > fa_2 > fa_1 > inv_2 > fa_1 > inv_1 > ha_2 > inv_2 > fa_2 > fa_2 > fa_2 > fa_2 > fa_2 > inv_2 > fa_2 > buf_2
path_max_fanout=4
path_class=in -> out
end_kind=output pin
required_ns=7.76
path_delay_family=adder cells
path_buffers=8
arrival_ns=8.00
startpoint=b[1]

[grt]
grt.total_usage_pct=16.9
gr-total-overflow=0
antenna_found_initial=0
grt_pass1_wl_mm=4.51
grt_max_degree=9
grt_pass1_vias=1159

[run]
warning_count=35
drv_cap=0

[final_timing]
tightest_slew_ns=0.241
report.final.slew_viol_count=0
rsz0062_at_grt=yes
finalClockPeriodUsage_pct=102
setup_viol=1
fin_ws_ns=-0.236
max_slew_margin_pct=83.9
period_needed_ns=9.94
holdWs_ns=4.51
hold_violations=0
timing.fmax_mhz=101

[hold_path]
holdPathStages=5
hp-class=in -> out
min_to=z[15]
worstHoldStart=a[7]

[floorplan]
core_util_floorplan_pct=54.4
die_w_um=60.6
placement_rows=20
io_pins=32
chip_area_um2=3670
coreArea_um2=3150
die_h_um=60.6

[run_status]
violations=setup timing
status=finished, violations left

[power]
powerDensity_nw_per_um2=149
peakVddDrop_mv=0.0911
p_leak_nw=1.01

[clock_tree]
cts_hold_buf=0

## how the worst max path moves through the flow
| stage | cells after the start | endpoint | slack, ns |
|---|---|---|---|
| after CTS | 23 | z[14] | -0.46 |
| after global routing | 23 | z[14] | -0.41 |
| final | 23 | z[14] | -0.24 |
## power breakdown
group          leakage [nW]  internal, mW  switching (mW)
sequential                0             0               0
clock                     0             0               0
combinational          1.01         0.201           0.117
## per-stage QoR
step | worst slack, ns | instance area [µm²] | setup TNS [ns] | total power, mW
final | -0.236 | 2130 | -0.236 | 0.318
after global routing | -0.407 | 2130 | -0.666 | 0.382
after CTS | -0.463 | 2120 | -0.811 | 0.330
after detailed placement | -0.952 | 2080 | -2.75 | 0.331
after global placement | -0.902 | 2080 | -2.55 | 0.327
after floorplan | 0.0310 | 1730 | 0 | 0.250
## layout by cell type, fill, tap and decap left out, drive strengths merged
cell,count
inv,49
fa,48
and2,42
buf,24
nand2,22
clkdlybuf4s50,20
ha,8
dlygate4sd2,3
clkbuf,1
## final cells by class
type                       count  area, µm²
multi-input combinational    120       1460
fill                         291       1030
timing repair buffer          48        424
inverter                      49        184
tap                           44       55.1
## layer usage
metal	wire length (µm)	track usage [%]	up-vias
met3	46	0	0
met1	1070	24.5	568
met4	0	0	0
met5	0	0	-
li1	-	-	564
met2	1250	32.3	18
## repair_timing
| action | 4_1_cts | 5_1_grt |
|---|---|---|
| pin swaps | 23 | 19 |
| setup endpoints to repair | 5 | 4 |
| resized | 56 | 8 |
| setup buffers | 2 | 1 |
## logic make-up (layout without fill, tap and decap cells)
| family | count (synthesis) | after routing | synth area share [%] |
|---|---|---|---|
| buffers and inverters | 65 | 97 | 18.0 |
| AND/OR/NAND/NOR | 64 | 64 | 20.1 |
| adder cells (fa/ha/maj) | 56 | 56 | 61.9 |
Power figures rest on the tool's default switching activity, not on a simulated workload.
