===== flow/run.sh =====
#!/bin/bash
# OpenROAD 26Q1-2900-gdf79404cd8, Yosys 0.63+post, stock flow scripts
make -C /OpenROAD-flow-scripts/flow DESIGN_CONFIG=/design/flow/config.mk WORK_HOME=/design/flow/orfs finish

===== flow/config.mk =====
export PLATFORM = sky130hd
export DESIGN_NAME = register_file_16bitsx16
export DESIGN_NICKNAME = register_file_16bitsx16
export VERILOG_FILES = /design/flow/design.v
export SDC_FILE = /design/flow/constraint.sdc
export NUM_CORES = 4
export LEC_CHECK = 1
export CORE_UTILIZATION = 40

===== flow/design.v =====
`timescale 1ns / 1ps
module register_file_16bitsx16(
    input clk,
    input reset_n,
    input [3:0] read_add1, read_add2,            
    input [3:0] write_add,                       
    input write_en,                              
    input [15:0] write_data,                     
    output reg [15:0] read_out1, read_out2       
    );
    reg [15:0] Q_next [0:15];                    
    reg [15:0] Q_reg [0:15];
    integer i;
    always @(posedge clk, negedge reset_n) begin
        if (~reset_n) begin
            for (i = 0; i < 16; i = i + 1) begin
              Q_reg[i] <= 16'h0;
            end
         end
        else begin
            for (i = 0; i < 16; i = i + 1) begin
                Q_reg[i] <= Q_next[i];
            end
        end
    end
    always @(posedge clk) begin
        if (write_en && (read_add1 == write_add)) begin
            read_out1 <= write_data;
        end
        else begin
            read_out1 <= Q_reg[read_add1];
        end
        if (write_en && (read_add2 == write_add)) begin
            read_out2 <= write_data;
        end
        else begin
            read_out2 <= Q_reg[read_add2];
        end
    end
    always @(*) begin
        for (i = 0; i < 16; i = i + 1) begin
            Q_next[i] = Q_reg[i];
        end
        if (write_en)
            Q_next[write_add] = write_data;
    end
endmodule

===== flow/constraint.sdc =====
current_design register_file_16bitsx16

set clk_period 1.8
set clk_io_pct 0.2

create_clock -name clk0 -period $clk_period [get_ports {clk}]

set non_clock_inputs [all_inputs -no_clocks]
set_input_delay [expr $clk_period * $clk_io_pct] -clock clk0 $non_clock_inputs
set_output_delay [expr $clk_period * $clk_io_pct] -clock clk0 [all_outputs]

==> results.txt <==
impl run done, here's what came out: OpenROAD warning count=26, Total Power=between 20 and 25 mW, clock network power share=34.7%, initial core utilization=about two fifths, Slowest-stage cell, CP=clkdlybuf4s50_1, max cap viols=0, largest net degree at the start of global routing=46, worst reg2reg endpoint=read_out1[15], TritonRoute pass-1 iters=8, CP required=1.44 ns, P_sw=5.96 mW, pwr dens=1080 mW/mm², hold crit path type=input port to asynchronous set/reset pin, CTS Sinks=288, Internal=about 15 mW, final core area utilization=53.0%, TritonCTS clock tree=yes, HPWL Detailed=40,600 µm, fillcell total=3,138, Yosys warnings=3, Netlist Area Pre-Place=0.0151 mm², initial antenna violation count=1, Startpoint Class=flip-flop, critical path type=flip-flop to output port, Synth async-reset ratio=88.9%, CTS Buf Count=34, # IOs=between 60 and 70, H-tree depth=2, Max Freq=574 MHz, combinational power share=21.1%, RSZ-0062 raised after global routing=no, worst hold slack=around 0.52 ns, clock skew=0.00912 ns, number of antenna diodes=0, setup TNS=0 ns, Seq cells post-synth=288, Arrival @ worst endpoint=~1.4 ns, clock slew at reported path FFs=0.06 ns, layout cells sized above 1=39.9%, delay of the slowest critical-path stage=0.48 ns, drt first-iter violations=1,196, Netlist cell types=around 67, area growth from synthesis to layout=29.7%, Place WS=-0.906 ns, FF-to-FF path depth=5, floorplan die height=196 µm, sequential power share=44.3%, Overflow after GRT=0, Commonest flop=dfrtp_1, Post-synth EDFFs=0, Max FO, Critical Path=1, vias in the first global route=about 13k, wire length per cell=roughly 29 µm, Crit Reg-Reg Startpoint=Q_reg[11][15], synthesized area per cell=11.4 µm², gr usage total=32.0%, final setup margin=0.0581 ns, global placer's final weighted congestion=about 1.0, switching share of power=28.3%, Gate Count Post-Synth=between 1k and 1.5k, cells along the critical path=clkdlybuf4s50_1, register share after synthesis=a little under half, clk root buf=clkbuf_16, final cycle utilization of the critical path=96.8%, Worst VDD drop=0.000606 V, final number of hold-violating endpoints=0, min cycle time layout=1.74 ns, row cnt=70, Crit. End Element=output port, reg2reg setup slack=~0.12 ns, Leak=around 8 nW, routed wire length=57,900 µm, total number of vias=12.8k, Slew @ Worst Pin=between 0.5 and 0.6 ns, CTS max path bufs=3, die span in x=196 µm, setup violators final=0, Clock Latency Late Sink=approximately 0.53 ns, ys cells=roughly 1.3k, CP bufs+invs=1, outcome=completed, kind of cell adding the most delay to the critical path=buffers and inverters, max-slew violation count=0, wire length of the first global-routing pass=86,300 µm, DRC errors left=0, max reg flops=256, die footprint=between 0.03 and 0.04 mm², port bufs=62, total core area=0.0368 mm², DR vias/cell=6.31, post-synth area from yosys stat=0.0151 mm², DRT antenna net count=0, Rel. slew slack=roughly three fifths
==> layout make-up <==
class	instances	area (µm²)	share of cell area (%)
flip-flops and latches	288	7050	36.1
clock buffers	52	1060	5.44
multi-input cells	900	7540	38.7
well taps	468	586	3.00
clock inverters	9	131	0.673
inverters	6	26.3	0.135
repair buffers	306	3120	16.0
==> power groups by stage <==
stage	registers (mW)	clock network (mW)	logic [mW]
4_1_cts	9.27	7.38	4.36
5_1_grt	9.47	7.64	4.75
6_report	9.30	7.28	4.43
==> synth_stat cells (all sizes together), types with 4 or more instances <==
cell type  number  area [µm²]
and2b           6        45.0
dfrtp         256        6410
dfxtp          32         641
clkbuf         46         173
o21ai           9        45.0
nor3b           9        72.6
a31oi           8        50.1
a32o            4        40.0
nand3          23         115
o2bb2ai        24         210
mux2          277        3120
and2            6        37.5
and3            7        43.8
o22ai          41         257
nor2           51         194
nand3b         11        82.6
a21oi          13        65.1
nand2          48         180
mux2i          15         150
inv             6        22.5
o221ai         21         184
a22oi         141        1060
a2bb2oi        10        87.6
buf            83         473
o32ai           5        43.8
nor3           24         120
xor2            6        52.6
nor4           10        75.1
o31ai          29         218
nor2b          25         156
nand2b         21         131
a32oi          16         140
and3b           4        35.0
==> worst min-delay path, cell delays in order <==
cell	delay, ns
dlygate4sd3_1	0.56
buf_8	0.23
buf_12	0.25
==> metrics by stage <==
| step | instance area (µm²) | std cells |
|---|---|---|
| after floorplan | 15100 | 1323 |
| after global placement | 18000 | 1962 |
| after detailed placement | 18000 | 1962 |
| after CTS | 19400 | 2026 |
| after global routing | 19500 | 2029 |
| final | 19500 | 2029 |
==> worst max path at each step <==
stage              from             to  slack (ns)  cells after the start
4_1_cts    read_add1[3]   read_out1[0]       -0.07                     10
5_1_grt   Q_reg[11][15]  read_out1[15]        0.01                      5
6_report   read_out2[3]   read_out2[3]        0.06                      1
==> cells by family after synthesis <==
| logic type | synth area share [%] |
|---|---|
| xor gates and xnor gates | 0.466 |
| AOI/OAI and AO/OA | 17.0 |
| and+or+nand+nor | 9.36 |
| muxes | 21.9 |
| buffers and inverters | 4.44 |
| DFF | 46.8 |
==> cell usage in the layout (no fill, tap or decap), types with 10 or more instances in the layout <==
| cell type | instances |
|---|---|
| nor2_1 | 41 |
| a22oi_1 | 141 |
| buf_12 | 49 |
| clkbuf_16 | 38 |
| dfxtp_1 | 31 |
| nor3_1 | 20 |
| nor2b_1 | 23 |
| nor2_2 | 10 |
| nand2_1 | 47 |
| clkdlybuf4s50_1 | 53 |
| o31ai_1 | 27 |
| dfrtp_1 | 256 |
| mux2_2 | 274 |
| mux2i_1 | 15 |
| a32oi_1 | 16 |
| nand3_1 | 23 |
| buf_4 | 187 |
| nand2b_1 | 21 |
| o22ai_1 | 40 |
| a2bb2oi_1 | 10 |
| nand3b_1 | 11 |
| o221ai_1 | 20 |
| a21oi_1 | 13 |
| o2bb2ai_1 | 24 |
==> timing repair <==
item | CTS | global route
hold buffers | 2 | 0
gates resized | 18 | 22
setup endpoints to repair | 32 | 27
endpoints found under the hold margin | 42 | 0
gates cloned | 1 | 1
buffers inserted | 0 | 2
pin swaps | 2 | 7
==> metal layers <==
metal  GRT usage [%]  wire [µm]  up-vias
met3            10.6       6530      159
li1                -          -     5487
met4            10.4       2450        0
met1            46.2      23400     6398
met5               0          0        -
met2            46.8      25500      762
No activity file was given, so power comes from the tool's default toggle rates.
